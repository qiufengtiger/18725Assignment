==> ./design.v <==
module counter 
    #(parameter WL = 16)
    (input  logic               clk,
    input   logic               rst_b,
    input   logic               cnt_en,
    input   logic               cnt_rst,
    output  logic   [WL-1:0]    cnt);
    logic   [WL-1:0]    cnt_nxt;
    always_comb begin
        if (cnt_rst) cnt_nxt = 0;
        else cnt_nxt = cnt + 1;
    end
    register #(.WL(WL)) inst_reg_cnt (.clk(clk), .rst_b(rst_b), .d(cnt_nxt), .q(cnt), .wen(cnt_en));
endmodule: counter
module register 
    #(parameter WL = 1)
    (input  logic               clk,
    input   logic               rst_b,
    input   logic   [WL-1:0]    d,
    output  logic   [WL-1:0]    q,
    input   logic               wen);
    always_ff @(posedge clk, negedge rst_b) begin
        if (~rst_b)
            q <= 'b0;
        else begin
            if (wen)
                q <= d;
        end
    end
endmodule: register
==> ./run.sh <==
#!/bin/bash
# OpenROAD 26Q1-2900-gdf79404cd8, Yosys 0.63+post, stock flow scripts
make -C /OpenROAD-flow-scripts/flow DESIGN_CONFIG=/design/flow/config.mk WORK_HOME=/design/flow/orfs finish
==> ./config.mk <==
export PLATFORM = sky130hd
export DESIGN_NAME = counter
export DESIGN_NICKNAME = counter
export VERILOG_FILES = /design/flow/design.v
export SDC_FILE = /design/flow/constraint.sdc
export NUM_CORES = 4
export LEC_CHECK = 1
export CORE_AREA = 10 10 95 95
export DIE_AREA = 0 0 105 105
==> ./constraint.sdc <==
current_design counter

set clk_period 2.3
set clk_io_pct 0.2

create_clock -name clk0 -period $clk_period [get_ports {clk}]

set non_clock_inputs [all_inputs -no_clocks]
set_input_delay [expr $clk_period * $clk_io_pct] -clock clk0 $non_clock_inputs
set_output_delay [expr $clk_period * $clk_io_pct] -clock clk0 [all_outputs]
==> deck_impl_summary.md <==
Implementation Results

Clocking
  • CTS Buf Count: 3
  • Worst-path clk slew: 0.06 ns
  • Root Driver: clkbuf_8
  • Max clock buf depth: 2
  • Total clock sinks: 16
  • Post-CTS Resized: 0
  • H-tree levels: 1
  • Setup Buffers After CTS: 0
  • # hold bufs at CTS: 0
  • Latest clock arrival within the worst-skew pair: 0.24 ns
  • CTS tree: built

Final timing
  • Setup Total Neg Slack: 0 ns
  • RSZ-0062 raised after global routing: false
  • Setup violations, final: 0
  • Tmin final: 1.78 ns
  • Final tally of hold violations: 0
  • Clock skew: 0.00144 ns
  • Slew Viols, Final: 0
  • Fin crit share: 0.774
  • Max Fclk: 0.561 GHz
  • Worst slew pin tran: 0.433 ns
  • Slew HR: 0.710

Setup path
  • Worst setup SP type: flip-flop
  • Crit end category: output pin
  • Data required time of the critical path: 1.84 ns
  • Reg-to-reg endpoint: inst_reg_cnt.q[14]
  • R2R Setup Slk: 0.71 ns
  • Cell Chain, Critical Path: clkdlybuf4s50_1
  • Slowest-stage cell, CP: clkdlybuf4s50_1
  • Worst Path Arrival: 1.32 ns
  • Max stage delay on crit path: 0.56 ns
  • R2R cell count: 5
  • WP buf/inv: 1
  • Critical path's top delay family: buffers and inverters
  • CP max FO: 7
  • Reg2reg start: inst_reg_cnt.q[0]
  • Setup Crit Path Kind: flip-flop to output pin

Floorplanning
  • Fp util: 0.126
  • Chip Width: 105 microns
  • Core area: 0.00691 sq mm
  • Row cnt: 30
  • Height of the die: 105 microns
  • Chip Area: 0.0110 sq mm
  • IO Pins: 20

Global route
  • Initial antenna violation count: 0
  • First-pass GRT wire length: 3590 microns
  • Largest net degree at the start of global routing: 12
  • Vias in the first global route: 670
  • GRT Residual Overflow: 0
  • GRT Total Usage: 0.0395

Detailed routing
  • # DRC: 0
  • DR pass1 iterations: 4
  • Vias per cell: 3.40
  • Via count: 694
  • Post-route ant nets: 0
  • Ant. Diodes: 0
  • Routed len/inst: 10.9 microns
  • Routed WL: 2220 microns
  • Iteration-0 DRC Markers: 14

Yosys
  • Yosys Instances: 86
  • Distinct lib cells: 31
  • YS chip area: 872 sq um
  • #FFs+latches synth: 16
  • Mapped Cells: 86
  • Synth warn: 2
  • Average size of a mapped cell: 10.1 sq um
  • Synth Seq Share: 0.459
  • Mapped Area: 872 sq um

Job
  • OpenROAD warnings: 25
  • Total of max-cap violations: 0

Final layout
  • Number of flip-flops in the largest register: 16
  • Design Area, Final: 0.00123 sq mm
  • Most flops, register: inst_reg_cnt.q
  • Largest registers: inst_reg_cnt.q (16)
  • Share of cells above drive strength 1: 0.130
  • Commonest Layout Cell: clkdlybuf4s50_1
  • Top Layout Cells: 19 x clkdlybuf4s50_1, 16 x dfrtp_1, 11 x nor2_1, 7 x xnor2_1, 7 x o21ai_0
  • P&R area growth vs syn: 41.3%

Placement
  • Post-DP HPWL: 1730 microns
  • Final Wtd Congestion: 0.815
  • Buffers on Ports: 19
  • DP Area: 0.00118 sq mm

Power
  • Pwr Density: 484 mW/mm^2
  • Total power: 0.000596 W
  • Worst VDD drop: 134 uV
  • Pleak: 0.464 nW

Worst hold path
  • Hold crit path type: primary input to async pin

Status
  • Outcome: completed
==> power breakdown <==
group,internal (W),switching (W),total [W]
Sequential,0.000288,0.0000132,0.000301
Clock,0.000152,0.0000950,0.000247
Combinational,0.0000252,0.0000234,0.0000487
Total,0.000464,0.000132,0.000596
==> cells in the mapped netlist, drive strengths merged <==
library cell  number  area (sq um)
mux2               1          11.3
nor2b              1          6.26
nand3              5          30.0
nand2              4          15.0
dfrtp             16           400
xnor2              7          61.3
o31ai              1          7.51
buf                2          16.3
nor3               3          15.0
a21o               1          7.51
nand4              6          73.8
and2               1          6.26
nor2              12          47.6
clkbuf             1          3.75
o21ai              7          35.0
inv                3          11.3
nor4               4          43.8
mux2i              1          10.0
nand2b             2          12.5
or3                2          12.5
xor2               1          8.76
a21oi              2          10.0
ha                 1          12.5
nand3b             1          7.51
a31oi              1          6.26
==> routing by layer <==
metal,vias up,part of all wire,global-route usage
li1,345,-,-
met1,332,0.46,0.0532
met2,15,0.47,0.0605
met3,2,0.072,0.0149
met4,0,0.0036,0.00490
met5,-,0,0
==> cell families after synthesis <==
family / after synthesis / share of synthesized area
buffers and inverters: 6 / 0.0359
AOI/OAI and AO/OA: 12 / 0.0760
xor gates and xnor gates: 8 / 0.0803
adders and majority gates: 1 / 0.0143
DFF: 16 / 0.459
and+or+nand+nor: 41 / 0.310
muxes: 2 / 0.0244
==> worst max-delay path by stage <==
| stage | cells past startpoint | slack [ns] | endpoint | from |
|---|---|---|---|---|
| global route | 5 | 0.41 | inst_reg_cnt.q[15] | cnt_en |
| CTS | 1 | 0.49 | cnt[3] | inst_reg_cnt.q[3] |
| finish | 1 | 0.52 | cnt[3] | inst_reg_cnt.q[3] |
==> layout make-up <==
type	instances	area, sq um
Fill cell	770	5670
Multi-Input combinational cell	64	440
Sequential cell	16	400
Timing Repair Buffer	21	205
Tap cell	96	120
Clock buffer	4	55.1
Inverter	3	11.3
==> stage by stage <==
| stage | util | std cells | hold slack [ns] | setup WS, ns |
|---|---|---|---|---|
| 2_1_floorplan | - | 86 | 0.164 | 0.886 |
| 3_3_place_gp | 0.170 | 200 | 0.558 | 0.291 |
| 3_5_place_dp | 0.170 | 200 | 0.561 | 0.255 |
| 4_1_cts | 0.178 | 204 | 0.530 | 0.490 |
| 5_1_grt | 0.178 | 204 | 0.541 | 0.405 |
| 6_report | 0.178 | 204 | 0.520 | 0.519 |
Power is estimated from default activity; no workload was simulated.
