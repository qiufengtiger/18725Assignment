<file path="/design/flow/run.sh">
#!/bin/bash
# OpenROAD 26Q1-2900-gdf79404cd8, Yosys 0.63+post, stock flow scripts
make -C /OpenROAD-flow-scripts/flow DESIGN_CONFIG=/design/flow/config.mk WORK_HOME=/design/flow/orfs finish
</file>
<file path="/design/flow/config.mk">
export PLATFORM = sky130hd
export DESIGN_NAME = datapath
export DESIGN_NICKNAME = datapath
export VERILOG_FILES = /design/flow/design.v
export SDC_FILE = /design/flow/constraint.sdc
export NUM_CORES = 4
export LEC_CHECK = 1
export CORE_AREA = 10 10 99 99
export DIE_AREA = 0 0 109 109
</file>
<file path="/design/flow/constraint.sdc">
current_design datapath

set clk_period 3.5
set clk_io_pct 0.2

create_clock -name clk0 -period $clk_period [get_ports {clk}]

set non_clock_inputs [all_inputs -no_clocks]
set_input_delay [expr $clk_period * $clk_io_pct] -clock clk0 $non_clock_inputs
set_output_delay [expr $clk_period * $clk_io_pct] -clock clk0 [all_outputs]
</file>
<file path="/design/flow/design.v">
module datapath 
    #(parameter WL = 8)
    (input  logic               clk,
    input   logic               rst_b,
    input   logic   [WL-1:0]    op_a,
    input   logic   [WL-1:0]    op_b,
    output  logic   [WL-1:0]    res,
    input logic [1:0] mux_A_select,
    input logic mux_B_select,
    output logic A_B_lt_result,
    output logic B_0_ne_result,
    input logic reg_A_wen,
    input logic reg_B_wen);
    logic [WL-1:0] mux_A_out, mux_B_out;
    logic [WL-1:0] reg_A_out, reg_B_out;
    logic [WL-1:0] subtract_out;
    register #(.WL(WL)) inst_reg_A (.clk(clk), .rst_b(rst_b), .d(mux_A_out), .q(reg_A_out), .wen(reg_A_wen));
    register #(.WL(WL)) inst_reg_B (.clk(clk), .rst_b(rst_b), .d(mux_B_out), .q(reg_B_out), .wen(reg_B_wen));
    mux4 #(.WL(WL)) inst_mux_A (.in3({(WL){1'b0}}), .in2(reg_B_out), .in1(subtract_out), .in0(op_a), .select(mux_A_select), .result(mux_A_out));
    mux2 #(.WL(WL)) inst_mux_B (.in1(reg_A_out), .in0(op_b), .select(mux_B_select), .result(mux_B_out));
    lt2 #(.WL(WL)) inst_lt (.comparand1(reg_A_out), .comparand2(reg_B_out), .result(A_B_lt_result));
    ne2 #(.WL(WL)) inst_ne (.comparand1(reg_B_out), .comparand2({(WL){1'b0}}), .result(B_0_ne_result));
    subtract2 #(.WL(WL)) inst_sub (.minuend(reg_A_out), .subtrahend(reg_B_out), .difference(subtract_out));
    assign res = reg_A_out;
endmodule: datapath
module ne2
    #(parameter WL = 8)
    (input logic [WL-1:0] comparand1,
    input logic [WL-1:0] comparand2,
    output logic result);
    assign result = (comparand1 != comparand2);
endmodule: ne2
module lt2
    #(parameter WL = 8)
    (input logic [WL-1:0] comparand1,
    input logic [WL-1:0] comparand2,
    output logic  result);
    assign result = (comparand1 < comparand2);
endmodule: lt2
module subtract2
    #(parameter WL = 8)
    (input logic [WL-1:0] minuend,
    input logic [WL-1:0] subtrahend,
    output logic [WL-1:0] difference);
    assign difference = minuend - subtrahend;
endmodule: subtract2
module mux2
    #(parameter WL = 8)
    (input logic [WL-1:0] in1,
    input logic [WL-1:0] in0,
    input logic select,
    output logic [WL-1:0] result);
    assign result = (select) ? in1 : in0;
endmodule: mux2
module mux4
    #(parameter WL = 8)
    (input logic [WL-1:0] in3,
    input logic [WL-1:0] in2,
    input logic [WL-1:0] in1,
    input logic [WL-1:0] in0,
    input logic [1:0] select,
    output logic [WL-1:0] result);
    assign result = select[1] ? (select[0] ? in3 : in2) : (select[0] ? in1 : in0);
endmodule: mux4
module register 
    #(parameter WL = 1)
    (input  logic               clk,
    input   logic               rst_b,
    input   logic   [WL-1:0]    d,
    output  logic   [WL-1:0]    q,
    input   logic               wen);
    always_ff @(posedge clk, negedge rst_b) begin
        if (~rst_b)
            q <= 'b0;
        else begin
            if (wen)
                q <= d;
        end
    end
endmodule: register
</file>
==> out/metrics.csv <==
metric;value;unit
outcome;finished, final reports clean;
first-pass GRT wire length;5651;um
MaxCap Viol Count;0;
Cell Area, Synth;1217;um2
Comb power frac;48.9;%
core area;7727;um2
WL/cell;13.07;um
total internal power;513.7;uW
Reg2Reg Depth;10;
worst hold path startpoint;inst_reg_B.q[5]$_DFFE_PN0P_;
Fin Setup TNS;0;ns
DR vias;1113;
Crit path buffers/inverters;3;
yosys cell count;140;
Setup WS pre-CTS;0.3479;ns
Crit path arrival time;2.30;ns
Complex Gates by Area;21.99;%
top cells by area;dfrtp_1 33%, mux2i_1 11%, ha_1 8.2%;
Largest logic family;AND-OR/OR-AND gates;
Worst Path Max Fanout;3;
clk latency late pin;0.25;ns
RD Place Congestion;0.8482;
WHS Path Cells;2;
Die ar.;11880;um2
delay-heaviest family, CP;AND-OR/OR-AND gates;
post-synth cell types;38;
CTS tree;yes;
vias in the first global route;1108;
Power per Cell Area;472.3;nW/um2
largest net degree at the start of global routing;20;
peak supply drop;123.1;uV
Num CTS Buffers;3;
Req. time, crit path;2.80;ns
Critical Path Start Type;flip-flop;
H-Tree Depth;1;
Post-synth regs;16;
RSZ-0062 raised after global routing;no;
switch share;35.76;%
sw power;285.9;uW
worst path cell trace;inv_2 > ha_2 > inv_1 > fa_2 > a21o_1 > a211o_1 > a21oi_2 > nor2_2 > nor3b_2 > dlymetal6s2s_1;
dpl hpwl;2836;um
routed vias/inst;4.107;
Max stage delay cell, worst path;dfrtp_1;
Tool Warnings;25;
Util after Layout;21.91;%
Worst Max-Slew Pin Slew;0.7726;ns
CTS Buffer Depth;2;
CTS clk-pin slew, worst paths;0.07;ns
Die Width;109;um
YS chip area;1217;um2
1st-iter DRT viols;61;
drt pass-1 iters;4;
P_leak;0.0007195;uW
Area leader share;32.89;%
R2R setup slack;1.30;ns
xor/xnor share;2.158;%
antenna violations before repair;0;
final setup fails;0;
Gate Area;752.0;um2
# IOs;33;
Die Y-Extent;109;um
max incr delay on CP;0.40;ns
Rows;32;
worst hold path type;flip-flop to flip-flop;
share of layout cells above drive strength 1;7.101;%
Achievable Freq;333.8;MHz
Hold Path Sink;inst_reg_B.q[5]$_DFFE_PN0P_;
cell taking the most area after synthesis;dfrtp_1;
RR Endpoint;inst_reg_A.q[6]$_DFFE_PN0P_;
Adder Share, Synth;9.866;%
I/O Buffers;32;
Flop area;400.4;um2
overall routing resource usage;5.916;%
DRC Markers;0;
final slew viol count;0;
fin crit share;85.60;%
Area growth syn-to-layout;39.05;%
Syn Inst Count;140;
Syn Area/Cell;8.696;um2
CTS Hold Bufs;0;
r2r startpoint;inst_reg_A.q[0]$_DFFE_PN0P_;
ANT nets after route;0;
Ant. Diodes;0;
FP Util;15.75;%
min Tclk post-route;2.996;ns
Min Hold Slack;0.5668;ns
synthesis warning total;1;
fillers;809;
clock network fraction of total power;17.6;%
Multiplexer share;12.54;%
crit end category;primary output;
Basic Gates by Area;14.59;%
gr ovfl total;0;
Synth Seq Share;32.89;%
CTS Sinks;16;
clock skew;0.003943;ns
CTS Root Cell;clkbuf_8;
setup ws final;0.5041;ns
Sequential Power Share;33.5;%
final wirelength;3542;um
WS Path Type;flip-flop to primary output;
Slew HR;48.33;%
Hold Fails Final Rpt;0;
## registers in the layout (all words and copies together), names as in the netlist
| signal | flops |
|---|---|
| inst_reg_A.q | 8 |
| inst_reg_B.q | 8 |
## power by group through the flow
stage / clock network, uW / registers (uW) / logic (uW)
global route: 155 / 277 / 432
finish: 141 / 268 / 391
CTS: 144 / 269 / 386
## area by class of cell
| cell class | count | share of cell area [%] |
|---|---|---|
| Timing Repair Buffer | 33 | 19.51 |
| Clock buffer | 3 | 2.439 |
| Multi-Input combinational cell | 106 | 44.42 |
| Tap cell | 102 | 7.539 |
| Inverter | 11 | 2.439 |
| Sequential cell | 16 | 23.65 |
## synth_stat cells
cell / instances
clkbuf_1: 3
o221ai_1: 1
nand3_1: 2
mux2i_1: 13
o311ai_0: 2
nor2b_1: 1
or3_1: 1
o21a_1: 3
a21oi_2: 1
xnor2_1: 2
and3_1: 1
nand2b_1: 1
nor3_1: 2
xor2_1: 1
o21ai_2: 1
a21o_1: 2
o21ai_0: 6
o41ai_2: 1
fa_1: 1
ha_1: 8
a211o_1: 1
inv_1: 11
mux2_1: 2
nand4_1: 1
a31oi_1: 2
dfrtp_1: 16
nand2_1: 8
buf_2: 4
o22a_1: 1
o31a_1: 1
o22ai_1: 1
a21oi_1: 14
nor3b_2: 1
o311a_1: 1
nor2_1: 19
nor4_1: 2
a211oi_1: 1
a21boi_0: 1
## worst max path at each step
stage,slack [ns],startpoint,cells past startpoint,to
6_report,0.50,inst_reg_A.q[0]$_DFFE_PN0P_,10,A_B_lt_result
4_1_cts,0.06,inst_reg_A.q[0]$_DFFE_PN0P_,10,A_B_lt_result
5_1_grt,0.37,inst_reg_A.q[0]$_DFFE_PN0P_,10,A_B_lt_result
## worst min-delay path, stage by stage, from the launching register on
cell	delay, ns
dfrtp_1	0.37
nor2_1	0.06
a21oi_1	0.10
## metrics by stage
stage	power [uW]	cells	area (um2)
after floorplan	509.0	140	1217
after global placement	651.4	267	1634
after detailed placement	655.0	267	1634
after CTS	798.7	270	1675
after global routing	864.3	271	1693
final	799.6	271	1693
## timing repair
| item | in CTS | in global routing |
|---|---|---|
| endpoints found under the setup margin | 0 | 1 |
| resized | 0 | 5 |
| setup buffers | 0 | 1 |
## cells by family after synthesis
group	after synthesis
AOI/OAI and AO/OA	40
and+or+nand+nor	39
buffers and inverters	18
DFF	16
muxes	15
adders and majority gates	9
xor gates and xnor gates	3
## cells in the final DEF (no fill, tap or decap), types with 2 or more instances in the layout
cell type,count
dfrtp_1,16
xnor2_1,2
a31oi_1,2
inv_1,10
mux2i_1,13
clkdlybuf4s50_1,31
mux2_1,2
a21oi_1,14
o21ai_0,6
a21o_1,2
nand2_1,8
nand3_1,2
o21a_1,3
nor4_1,2
ha_1,7
nor3_1,2
nor2_1,18
o311ai_0,2
clkbuf_8,3
## layer usage
layer | GRT usage (%) | up-vias | part of all wire, %
met2 | 10.71 | 20 | 54
met5 | 0 | - | 0
met3 | 1.075 | 4 | 3.2
met1 | 7.085 | 525 | 41
met4 | 1.318 | 0 | 1.5
li1 | - | 564 | -
Power is estimated from default activity; no workload was simulated.
